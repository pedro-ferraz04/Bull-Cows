**flow/design.v**
```verilog
module bullsCows (
    input logic [15:0] guess,
    input logic confirm,
    input logic clock,
    input logic reset,
    output logic [5:0] d1,
    output logic [5:0] d2,
    output logic [5:0] d3,
    output logic [5:0] d4,
    output logic [5:0] d5,
    output logic [5:0] d6,
    output logic [5:0] d7,
    output logic [5:0] d8,
    output logic [7:0] j1_count,
    output logic [7:0] j2_count
  );
  typedef enum {
      SECRET_J1,
      SECRET_J2,
      GUESS_J1,
      GUESS_J2,
      DISPLAY,
      FIM
  } state_t;
state_t current_state;
logic [2:0] bulls, cows;
logic [7:0] aux;
logic [15:0] secret_j1, secret_j2;
logic [15:0] guess_i;
logic confirmed, jogador;
logic btn_prev, btn_tick;
  always @(posedge clock) begin
    btn_tick <= confirm & ~btn_prev;
    btn_prev <= confirm;
  end
  function automatic repetidos(input logic [15:0] arr);
    logic [3:0] num0, num1, num2, num3;
    num0 = arr[3:0];
    num1 = arr[7:4];
    num2 = arr[11:8];
    num3 = arr[15:12];
    if (num0 == num1 || num0 == num2 || num0 == num3 ||
        num1 == num2 || num1 == num3 || num2 == num3) begin
      return 1'b1;
    end else begin
      return 1'b0;
    end
  endfunction
  function automatic [2:0] count_bulls(input logic [15:0] guess, input logic [15:0] secret);
    logic [3:0] num0, num1, num2, num3;
    logic [2:0] bulls;
    num0 = guess[3:0];
    num1 = guess[7:4];
    num2 = guess[11:8];
    num3 = guess[15:12];
    bulls = 0;
    if (num0 == secret[3:0]) bulls = bulls + 1;
    if (num1 == secret[7:4]) bulls = bulls + 1;
    if (num2 == secret[11:8]) bulls = bulls + 1;
    if (num3 == secret[15:12]) bulls = bulls + 1;
    return bulls;
  endfunction
  function automatic [2:0] count_cows(input logic [15:0] guess, input logic [15:0] secret);
    logic [3:0] g0, g1, g2, g3;
    logic [3:0] s0, s1, s2, s3;
    logic [2:0] cows;
    logic bull0, bull1, bull2, bull3;
    g0 = guess[3:0];
    g1 = guess[7:4];
    g2 = guess[11:8];
    g3 = guess[15:12];
    s0 = secret[3:0];
    s1 = secret[7:4];
    s2 = secret[11:8];
    s3 = secret[15:12];
    bull0 = (g0 == s0);
    bull1 = (g1 == s1);
    bull2 = (g2 == s2);
    bull3 = (g3 == s3);
    cows = 0;
    if (!bull0 && (g0 == s1 || g0 == s2 || g0 == s3)) cows += 1;
    if (!bull1 && (g1 == s0 || g1 == s2 || g1 == s3)) cows += 1;
    if (!bull2 && (g2 == s0 || g2 == s1 || g2 == s3)) cows += 1;
    if (!bull3 && (g3 == s0 || g3 == s1 || g3 == s2)) cows += 1;
    return cows;
  endfunction
  always @(posedge clock , posedge reset) begin
    if (reset) begin
      current_state <= SECRET_J1;
      d1 <= 6'b100001; d2 <= 6'b100001; d3 <= 6'b100001; d4 <= 6'b100001;
      d5 <= 6'b100001; d6 <= 6'b100001; d7 <= 6'b100001; d8 <= 6'b100001;
      j1_count <= 0;
      j2_count <= 0;
      bulls <= 0;
      cows <= 0;
      secret_j1 <= 0;
      secret_j2 <= 0;
      confirmed <= 0;
      jogador <= 0;
    end else begin
      case (current_state)
        SECRET_J1: begin
          d1 <= 6'b111011; d2 <= 6'b111001; d3 <= 6'b101111; d4 <= 6'b111101;
          d5 <= 6'b101011; d6 <= 6'b000001; d7 <= 6'b100011; d8 <= 6'b110111;
          if (btn_tick) begin
            if (repetidos(guess)) begin
              d1 <= 6'b100001; d2 <= 6'b100001; d3 <= 6'b100001; d4 <= 6'b100001;
              d5 <= 6'b100001; d6 <= 6'b100001; d7 <= 6'b100001; d8 <= 6'b100001;
            end else begin
              secret_j1 <= guess;
              current_state <= SECRET_J2;
            end
          end
        end
        SECRET_J2: begin
          d1 <= 6'b111011; d2 <= 6'b111001; d3 <= 6'b101111; d4 <= 6'b111101;
          d5 <= 6'b101011; d6 <= 6'b000001; d7 <= 6'b100101; d8 <= 6'b110111;
          if (btn_tick) begin
            if (repetidos(guess)) begin
              d1 <= 6'b100001; d2 <= 6'b100001; d3 <= 6'b100001; d4 <= 6'b100001;
              d5 <= 6'b100001; d6 <= 6'b100001; d7 <= 6'b100001; d8 <= 6'b100001;
            end else begin
              secret_j2 <= guess;
              current_state <= GUESS_J1;
            end
          end
        end
        GUESS_J1: begin
          d1 <= 6'b000000; d2 <= 6'b000000; d3 <= 6'b000000; d4 <= 6'b000000;
          d5 <= 6'b000000; d6 <= 6'b000000; d7 <= 6'b100011; d8 <= 6'b110111;
          if (btn_tick) begin
            logic [2:0] current_bulls, current_cows;
              current_bulls = count_bulls(guess, secret_j2);
                      current_cows = count_cows(guess, secret_j2);
            bulls <= current_bulls;
            cows <= current_cows;
            if (current_bulls == 3'b100) begin  
              j1_count <= j1_count + 1;
              current_state <= FIM;
            end else begin 
              jogador <= 0;
              current_state <= DISPLAY;
            end
          end
        end
        GUESS_J2: begin
          d1 <= 6'b000000; d2 <= 6'b000000; d3 <= 6'b000000; d4 <= 6'b000000;
          d5 <= 6'b000000; d6 <= 6'b000000; d7 <= 6'b100101; d8 <= 6'b110111;
          if (btn_tick) begin
            logic [2:0] current_bulls, current_cows;
            current_bulls = count_bulls(guess, secret_j1);
            current_cows = count_cows(guess, secret_j1);
            bulls <= current_bulls;
            cows <= current_cows;
            if (current_bulls == 3'b100) begin  
              j2_count <= j2_count + 1;
              current_state <= FIM;
            end else begin
              jogador <= 1;
              current_state <= DISPLAY;
            end
          end
        end
        DISPLAY: begin
          d1 <= 6'b110101;
          d2 <= 6'b111001;
          d3 <= 6'b000000;
          d4 <= {2'b10, cows, 1'b1};
          d5 <= 6'b100001;
          d6 <= 6'b101111;
          d7 <= 6'b000000;
          d8 <= {2'b10, bulls, 1'b1};
          if (btn_tick) begin
            bulls <= 0;
            cows <= 0;
            current_state <= !jogador ? GUESS_J2 : GUESS_J1;
          end
        end
        FIM: begin
          d1 <= 6'b111101; d2 <= 6'b101001; d3 <= 6'b111101; d4 <= 6'b101011;
          d5 <= 6'b110011; d6 <= 6'b110011; d7 <= 6'b111001; d8 <= 6'b110001;
          if (btn_tick) begin
            current_state <= SECRET_J1;
          end
        end
      endcase
    end
  end
endmodule
module bullsCows_top(
    input logic clock,  
    input logic CPU_RESETN,  
    input logic [15:0] SW,  
    input logic confirm,  
    output logic [7:0] an,  
    output logic [7:0] seg  
);
logic internal_clock;
logic internal_reset;
logic [15:0] guess_input;
logic confirm_input;
logic [5:0] d1;
logic [5:0] d2;
logic [5:0] d3;
logic [5:0] d4;
logic [5:0] d5;
logic [5:0] d6;
logic [5:0] d7;
logic [5:0] d8;
logic [7:0] an_out;
logic [7:0] seg_out;
assign internal_clock = clock;
assign internal_reset = ~CPU_RESETN;
assign guess_input = SW;
assign confirm_input = confirm;
bullsCows bullsCows(
  .guess(guess_input),
  .confirm(confirm_input),
  .clock(internal_clock),
  .reset(internal_reset),
  .d1(d1), .d2(d2), .d3(d3), .d4(d4),
  .d5(d5), .d6(d6), .d7(d7), .d8(d8),
  .j1_count(J1), .j2_count(J2)
  );
dspl_drv_NexysA7 u_display_driver (
    .clock(internal_clock),
    .reset(internal_reset),
    .d1(d1), .d2(d2), .d3(d3), .d4(d4),
    .d5(d5), .d6(d6), .d7(d7), .d8(d8),
    .an(an_out),
    .dec_ddp(seg_out)
);
assign an = an_out;
assign seg = seg_out;
endmodule
module dspl_drv_NexysA7 
#(parameter HALF_MS_COUNT = 50000)
(
  input clock, reset,
  input [5:0] d1, d2, d3, d4, d5, d6, d7, d8,
  output reg [7:0] an, dec_ddp
);
  reg ck_1KHz;
  reg [2:0] dig_selection;
  reg [4:0] selected_dig;
  reg [31:0] count_50K;
  always @(posedge clock or posedge reset)
  begin
    if (reset == 1'b1) begin
      ck_1KHz   <= 1'b0;
      count_50K <= 32'd0;
    end
    else begin
      if (count_50K == HALF_MS_COUNT-1) begin
        ck_1KHz   <= ~ck_1KHz;
        count_50K <= 32'd0;
      end
      else begin
        count_50K <= count_50K + 1;
      end
    end
  end
  always @(posedge ck_1KHz or posedge reset)
  begin
    if (reset == 1'b1) begin
      dig_selection <= 3'd0;
      selected_dig  <= 5'd0;
      an            <= 8'b11111111;  
    end
    else begin
      if (dig_selection == 3'b111) begin
        dig_selection <= 3'd0;
      end
      else begin
        dig_selection <= dig_selection + 1;
      end
      case (dig_selection)
        3'd0 : begin
          selected_dig <= d1[4:0];
          an <= {7'b1111111, ~d1[5]};
        end
        3'd1 : begin
          selected_dig <= d2[4:0];
          an <= {6'b111111, ~d2[5], 1'b1};
        end
        3'd2 : begin
          selected_dig <= d3[4:0];
          an <= {5'b11111, ~d3[5], 2'b11};
        end
        3'd3 : begin
          selected_dig <= d4[4:0];
          an <= {4'b1111, ~d4[5], 3'b111};
        end
        3'd4 : begin
          selected_dig <= d5[4:0];
          an <= {3'b111, ~d5[5], 4'b1111};
        end
        3'd5 : begin
          selected_dig <= d6[4:0];
          an <= {2'b11, ~d6[5], 5'b11111};
        end
        3'd6 : begin
          selected_dig <= d7[4:0];
          an <= {1'b1, ~d7[5], 6'b111111};
        end
        default : begin
          selected_dig <= d8[4:0];
          an <= {~d8[5], 7'b1111111};
        end
      endcase
    end
  end
  always @*
  begin
    case (selected_dig[4:1])
      4'h0 : dec_ddp[7:1] <= 7'b0000001;  
      4'h1 : dec_ddp[7:1] <= 7'b1001111;  
      4'h2 : dec_ddp[7:1] <= 7'b0010010;  
      4'h3 : dec_ddp[7:1] <= 7'b0000110;  
      4'h4 : dec_ddp[7:1] <= 7'b1001100;  
      4'h5 : dec_ddp[7:1] <= 7'b0100100;  
      4'h6 : dec_ddp[7:1] <= 7'b0100000;  
      4'h7 : dec_ddp[7:1] <= 7'b0001111;  
      4'h8 : dec_ddp[7:1] <= 7'b0000000;  
      4'h9 : dec_ddp[7:1] <= 7'b1110001;  
      4'hA : dec_ddp[7:1] <= 7'b0001000;  
      4'hB : dec_ddp[7:1] <= 7'b1000111;  
      4'hC : dec_ddp[7:1] <= 7'b1000001;  
      4'hD : dec_ddp[7:1] <= 7'b0011000;  
      4'hE : dec_ddp[7:1] <= 7'b0110000;  
      default : dec_ddp[7:1] <= 7'b0111000;
    endcase
    dec_ddp[0] <= selected_dig[0];
  end
endmodule
```
**flow/run.sh**
```bash
#!/bin/bash
# OpenROAD 26Q1-2900-gdf79404cd8, Yosys 0.63+post, stock flow scripts
make -C /OpenROAD-flow-scripts/flow DESIGN_CONFIG=/design/flow/config.mk WORK_HOME=/design/flow/orfs finish
```
**flow/config.mk**
```make
export PLATFORM = sky130hd
export DESIGN_NAME = bullsCows_top
export DESIGN_NICKNAME = bullsCows_top
export VERILOG_FILES = /design/flow/design.v
export SDC_FILE = /design/flow/constraint.sdc
export NUM_CORES = 4
export LEC_CHECK = 1
export CORE_UTILIZATION = 50
export SYNTH_HDL_FRONTEND = slang
```
**flow/constraint.sdc**
```tcl
current_design bullsCows_top

set clk_period 7.2
set clk_io_pct 0.2

create_clock -name clk0 -period $clk_period [get_ports {clock}]

set non_clock_inputs [all_inputs -no_clocks]
set_input_delay [expr $clk_period * $clk_io_pct] -clock clk0 $non_clock_inputs
set_output_delay [expr $clk_period * $clk_io_pct] -clock clk0 [all_outputs]
```
==> metrics.yaml <==
syn_to_final_growth_pct: 6.690
vias: 5473
hold_buffers: 0
die_area_sq_mm: 0.01637
avgRoutedWirePerCell_um: 17.01
path_clk_slew_ps: 70
ant_nets: 0
yosysCellCount: 779
ys.flop_type: "dfrtp_1"
drc_errors: 0
async_reset_ff_share_pct: 98.33
worst_path_largest_cell_delay_ps: 840
end_kind: "register"
h-tree-depth: 3
rsz0062_at_grt: "false"
critPathTopFamily: "buffers and inverters"
ios: 35
synth_cells: 779
hold_start: "bullsCows.btn_prev"
path_max_fanout: 13
fill_cells: 1299
critPathKind: "primary input to register"
top_area_cell: "dfrtp_1"
initial_utilization_pct: 51.78
synth_area_sq_mm: 0.007930
postSynthSeqShare_pct: 37.95
cts_setup_buffers: 0
cts_tree: "done"
antenna_found_initial: 0
crit_path_start_kind: "primary input"
finalSetupViolations: 0
cts_buffers: 9
dr.pass1.iters: 4
path_cells: "clkdlybuf4s50_1 > xor2_1 > nor4_1 > or2_2 > inv_1 > ha_1 > xor2_2 > ha_1 > inv_1 > o2111ai_1 > a21boi_0 > a211o_1"
max_freq_mhz: 221.6
grt_pass1_vias: 5426
globalRouteOverflowTotal: 0
drv_slew: 0
grt_pass1_wl_mm: 28.57
core-area_sq_mm: 0.01531
hp-class: "register to register"
timing.critical_path.buf_inv: 3
clockRootBuffer: "clkbuf_16"
worstMarginPinSlew_ps: 902.4
die_h_um: 127.9
p_leak_nw: 3.706
route.final.wire_length_mm: 16.65
unclocked_regs: 16
post-dp-hpwl_mm: 11.62
viasPerCell: 5.590
cp_data_required_time_ps: 7450
ys_area_sq_mm: 0.007930
cts_buffer_depth: 2
cp-startpoint: "SW[4]"
layout-drive-gt1-share_pct: 13.02
tool_warnings: 36
dieWidth_um: 127.9
topCellsByArea: "dfrtp_1, xor2_1, xnor2_1"
untimed_endpoints: 32
drt_iter0_drc: 307
slowest_stage: "clkdlybuf4s50_1"
postSynthAreaPerCell_sq_um: 10.18
worstSkewPairLatency_ps: 360
edf_count: 0
post-place-ws_ps: 2323
finalClockSkew_ps: 7.742
diodes: 0
slew_headroom_pct: 39.65
timing.final.crit_share_pct: 62.66
drv_cap: 0
setup_ws_ps: 2688
place_congestion: 0.9226
row_count: 45
cp_data_arrival_time_ps: 4760
status: "finished, final reports clean"
setup_tns_ps: 0
yosysWarnings: 0
period_needed_ps: 4512
pwr_density_cell_mw_per_mm2: 312.1
grt_usage_pct: 22.79
synth-seq-cells: 120
synth.distinct_cells: 68
portBuffers: 34
grt_max_degree: 56
hold_violations: 0
peakVddDrop_mv: 0.1601
synth_top_area_share_pct: 33.13
cts_resized: 0
timing.rr.start: "bullsCows.secret_j2[5]"
## metrics by stage
step	instance area (sq um)	hold slack, ps	power (W)	util, %	std cells
2_1_floorplan	7930	367.4	0.001960	-	779
6_report	8461	386.2	0.002640	55.25	979
3_3_place_gp	8160	372.2	0.002121	53.28	963
5_1_grt	8461	396.3	0.002845	55.25	979
4_1_cts	8461	391.3	0.002658	55.25	979
3_5_place_dp	8160	381.5	0.002151	53.28	963
## layer usage
layer | track usage [%] | part of all wire, % | up-vias
met5 | 0 | 0 | -
met4 | 4.291 | 2.4 | 0
met3 | 2.806 | 3.1 | 31
met2 | 37.60 | 48 | 109
met1 | 33.74 | 47 | 2686
li1 | - | - | 2647
## state kept, by name, summed over array words and instances (netlist names), 4 cells and up
register                       count
u_display_driver.selected_dig      5
bullsCows.secret_j1               16
bullsCows.d3                       4
u_display_driver.count_50K        32
bullsCows.d4                       4
bullsCows.current_state            6
bullsCows.d7                       4
u_display_driver.an                8
bullsCows.secret_j2               16
bullsCows.d8                       4
bullsCows.d6                       5
## cell type report
cell class | count | area (sq um) | area share [%]
inverter | 29 | 108.9 | 1.287
multi-input combinational | 559 | 4365 | 51.60
clock inverter | 6 | 61.31 | 0.7246
tap | 211 | 264.0 | 3.120
sequential | 120 | 3009 | 35.57
timing repair buffer | 44 | 412.9 | 4.880
clock buffer | 10 | 239.0 | 2.825
## power breakdown
| group | switching, W | internal (W) | leakage (nW) |
|---|---|---|---|
| clock | 0.000239 | 0.000253 | 0.144 |
| sequential | 0.000270 | 0.000763 | 1.50 |
| combinational | 0.000562 | 0.000554 | 2.06 |
## cells in the mapped netlist, types with 11 or more instances
cell and count:
a21oi_1 13, buf_2 15, buf_6 11, clkbuf_1 20
dfrtp_1 105, dfstp_2 13, ha_1 23, inv_1 29
mux2_2 17, mux2_4 18, nand2_1 49, nand3_1 28
nand4_1 22, nor2_1 38, nor4_1 29, o21ai_0 18
xnor2_1 75, xor2_1 115
## worst paths after layout
check / to / cells after the start / slack, ps
max: bullsCows.cows[2] / 12 / 2690
min in group asynchronous: u_display_driver.ck_1KHz / 1 / 940
min reg2reg: bullsCows.btn_tick / 1 / 390
max reg2reg: bullsCows.cows[2] / 11 / 4320
min: bullsCows.btn_tick / 1 / 390
max in group asynchronous: bullsCows.secret_j1[1] / 3 / 4720
## cell families (layout without fill, tap and decap cells)
| kind of cell | count (synthesis) | count (layout) | synth area share [%] |
|---|---|---|---|
| AND-OR/OR-AND | 90 | 90 | 8.804 |
| XOR/XNOR | 192 | 192 | 21.39 |
| adder cells (fa/ha/maj) | 23 | 23 | 3.629 |
| buffers and inverters | 100 | 89 | 7.084 |
| flip-flops | 120 | 120 | 37.95 |
| multiplexers | 42 | 42 | 6.706 |
| AND/OR/NAND/NOR | 212 | 212 | 14.44 |
## cells in the final DEF, fill, tap and decap left out, drive strengths merged, types with 3 or more instances in the layout
cell type	synthesis	layout
xnor2	75	75
a21oi	13	13
inv	29	32
buf	46	11
a31oi	9	9
a41oi	3	3
nor2	38	38
mux2i	7	7
clkdlybuf4s50	0	33
nor2b	6	6
a221o	3	3
o211ai	5	5
dfrtp	105	105
a221oi	5	5
nand3	28	28
a22o	3	3
nor3	10	10
mux2	35	35
nand2b	3	3
nor4	34	34
ha	23	23
or2	5	5
o22a	3	3
o21ai	18	18
and3	9	9
o221ai	3	3
nand2	49	49
nand4	23	23
and4	4	4
clkbuf	25	10
xor2	117	117
dfstp	13	13
a211oi	3	3
Power figures rest on the tool's default switching activity, not on a simulated workload.
